===== ./config.mk =====
export PLATFORM = sky130hd
export DESIGN_NAME = comp
export DESIGN_NICKNAME = comp
export VERILOG_FILES = /design/flow/design.v
export SDC_FILE = /design/flow/constraint.sdc
export NUM_CORES = 4
export LEC_CHECK = 1
export CORE_AREA = 10 10 70 70
export DIE_AREA = 0 0 80 80

===== ./constraint.sdc =====
current_design comp

set clk_period 2.1
set clk_io_pct 0.2

create_clock -name clk0 -period $clk_period

set non_clock_inputs [all_inputs -no_clocks]
set_input_delay [expr $clk_period * $clk_io_pct] -clock clk0 $non_clock_inputs
set_output_delay [expr $clk_period * $clk_io_pct] -clock clk0 [all_outputs]

===== ./design.v =====
module comp(
    input [3:0] a,
    input [3:0] b,
    output L,
    output E,
    output S
    );
    wire [3:0] nota, notb;
    wire [3:0] x;
    wire y0, y1, y2, y3, y4, y5;
    assign nota =~a;
    assign notb =~b;
    assign x[0]=~((nota[0]&b[0]) | (notb[0] & a[0]));
    assign x[1]= ~((nota[1]&b[1]) | (notb[1] & a[1]));
    assign x[2]= ~((nota[2]&b[2]) | (notb[2] & a[2]));
    assign x[3]= ~((nota[3]&b[3]) | (notb[3] & a[3]));
    assign y0 = x[3] & nota[2] & b[2];
    assign y1= x[3] & notb[2] & a[2];
    assign y2= x[2] &  x[3] & nota[1] & b[1];
    assign y3= x[2] &  x[3] & notb[1] & a[1];
    assign y4= x[1] & x[2] &  x[3] & nota[0] & b[0];
    assign y5= x[1] & x[2] &  x[3] & notb[0] & a[0];
    assign E= x[0]&x[1]&x[2]&x[3];
    assign S= (nota[3]&b[3]) | y0 | y2| y4;
    assign L= (notb[3]&a[3]) | y1| y3| y5;
endmodule

===== ./run.sh =====
#!/bin/bash
# OpenROAD 26Q1-2900-gdf79404cd8, Yosys 0.63+post, stock flow scripts
make -C /OpenROAD-flow-scripts/flow DESIGN_CONFIG=/design/flow/config.mk WORK_HOME=/design/flow/orfs finish

==> results.yml <==
# implementation run metrics
run_status:
  status: "finished clean"
yosys:
  yosys_warnings: 0
  yosysChipArea_um2: 165
  ys_cells: 24
  syn_avg_cell_area_um2: 6.88
  synth_seq_share_pct: 0
  synthCells: 24
  top_cell_area_share_pct: 15.2
  yosysUniqueCellTypes: 17
  netlist_area_um2: 165
  top_area_cell: "ha_1"
  top_cells_by_area: "ha_1 15%, nor2b_1 15%, inv_1 6.8%, o221a_2 6.8%, a21oi_1 6.1%"
place:
  finalWeightedCongestion: 0.638
  dp_hpwl_um: 562
  port_buffers: 11
  place_inst: 83
floorplanning:
  core_area_um2: 3420
  io_pins: 11
  die_h_um: 80
  dieArea_um2: 6400
  rows: 21
  die_width_um: 80
  initCoreUtil_pct: 4.84
detailed_routing:
  drc: 0
  wirelength_um: 644
  antenna_left: 0
  first_iter_violations: 5
  n_antenna_cell: 0
  dr.pass1.iters: 2
  viasPerCell: 2.64
  vias: 222
  wl_per_cell_um: 7.67
pwr:
  p_per_area_nw_per_um2: 161
  ir_drop_uv: 20.0
  total_power_uw: 58.1
  total_leakage_power_nw: 0.157
final_layout:
  areaGrowthSynthToFinish_pct: 118
  layout_top_cell: "dlygate4sd2_1"
  final_cell_mix: "7 x dlygate4sd2_1, 3 x inv_1, 3 x buf_4"
  fin_cells: 84
  final.fill_count: 406
  regArea_um2: 0
  ff_count: 0
  drive_above_1_share_pct: 28.9
  clockBufferCount: 0
clock_tree:
  cts_hold_buf: 0
run:
  max_cap_violations: 0
  openroad.warnings: 33
worst_setup_path:
  critPathMostFrequentCell: "dlygate4sd2_1"
  cpPeakStageDelay_ns: 0.46
  cp_data_required_time_ns: 1.68
  path_buffers: 2
  crit_chain: "dlygate4sd2_1, nor2b_4, or4_1, o221a_2, dlygate4sd2_1"
  startpoint_type: "primary input"
  cp_slowest_cell: "or4_1"
  path_max_fanout: 2
  critical_path_class: "in2out"
  arrival_ns: 1.62
  crit_path_end_kind: "output pin"
  critPathTopFamily: "simple AND/OR/NAND/NOR gates"
final_timing:
  tightest_slew_ns: 0.272
  fmax_mhz: 491
  rsz0062_at_grt: "no"
  fin_crit_sh_pct: 97.0
  final.setup.tns_ns: 0
  final-setup-viol-count: 0
  fin_crit_ns: 2.04
  slew_viol_final: 0
  maxSlewHeadroom_pct: 81.9
  final_hold_viol_count: 0
grt:
  grt_start_max_net_pins: 8
  antenna_found_initial: 0
  grt_usage_pct: 1.75
  grt_pass1_wl_um: 952
  first_global_vias: 226
  overflow: 0
min_path:
  hold_depth: 4
  hold_path_startpoint: "a[1]"
  min_to: "E"
  min_path_type: "in2out"
[final cells by class]
class	count	area (um2)	area share [%]
inverters	3	11.3	3.12
multi-input cells	21	178	49.3
well taps	46	57.6	16.0
repair buffers	14	114	31.6
[kinds of logic (layout without fill, tap and decap cells)]
logic type               after synthesis  in the layout  share of synthesized area (%)
AND/OR/NAND/NOR                       11             11                           42.4
AND-OR/OR-AND                          7              7                           30.3
buffers and inverters                  3             17                           6.82
adder cells (fa/ha/maj)                2              2                           15.1
XOR/XNOR                               1              1                           5.30
[worst max path at each step]
| stage | startpoint | end | slack [ns] | cells past startpoint |
|---|---|---|---|---|
| after global routing | a[0] | L | 0.02 | 5 |
| after CTS | a[0] | L | 0.002 | 5 |
| final | a[0] | L | 0.06 | 5 |
[synthesized netlist by cell type]
| cell type | instances |
|---|---|
| ha_1 | 2 |
| a2111oi_0 | 1 |
| or2_0 | 1 |
| nor2b_1 | 4 |
| xnor2_1 | 1 |
| nor2_1 | 1 |
| or2b_1 | 1 |
| o221a_2 | 1 |
| and2b_4 | 1 |
| inv_1 | 3 |
| a211oi_1 | 1 |
| nand2_1 | 1 |
| o21ai_0 | 1 |
| o21bai_1 | 1 |
| nor4_1 | 1 |
| or4_1 | 1 |
| a21oi_1 | 2 |
[power by group]
part           total, mW  internal [mW]  switching, mW
logic             0.0581         0.0351         0.0231
registers              0              0              0
clock network          0              0              0
total             0.0581         0.0351         0.0231
[per-stage QoR]
step	hold slack, ns	util (%)	worst slack, ns	instance area, um2
after floorplan	0.953	-	0.441	165
after global placement	1.93	10.2	-0.504	348
after detailed placement	1.93	10.2	-0.518	348
after CTS	1.51	10.5	0.00225	360
after global routing	1.52	10.5	0.0217	360
final	1.47	10.5	0.0640	360
[routing by layer]
metal | vias up | GRT usage (%) | wire length, um
met5 | - | 0 | 0
met4 | 0 | 0 | 0
met3 | 0 | 0.455 | 49
met2 | 4 | 3.53 | 344
met1 | 101 | 1.85 | 250
li1 | 117 | - | -
[timing repair]
| item | in CTS | in global routing |
|---|---|---|
| setup endpoints to repair | 3 | 1 |
| cloned | 0 | 0 |
| setup buffers | 0 | 1 |
| pin swaps | 4 | 2 |
| gates resized | 20 | 4 |
Power is estimated from default activity; no workload was simulated.
