<file path="flow/design.v">
module add(
        input a,
        input b,
        input c,
        output sum,
        output carry
    );
  assign sum=a^b^c;
  assign carry= (a&b) | c&(a^b);
endmodule
module csa(
    input [3:0] a,b,
    input [3:0] cin,
    output [4:0] sout,
    output [2:0] s,
    output cout
    );
    wire [3:0] cbtw;
    wire [2:0] carry;
    add add0 (.a(a[0]),.b(b[0]),.c(cin[0]),.sum(sout[0]),.carry(cbtw[0]));
    add add1 (.a(a[1]),.b(b[1]),.c(cin[1]),.sum(s[0]),.carry(cbtw[1]));
    add add2 (.a(a[2]),.b(b[2]),.c(cin[2]),.sum(s[1]),.carry(cbtw[2]));
    add add3 (.a(a[3]),.b(b[3]),.c(cin[3]),.sum(s[2]),.carry(cbtw[3]));
    add add4 (.a(cbtw[0]),.b(s[0]),.c(0),.sum(sout[1]),.carry(carry[0]));
    add add5 (.a(cbtw[1]),.b(s[1]),.c(carry[0]),.sum(sout[2]),.carry(carry[1]));
    add add6 (.a(cbtw[2]),.b(s[2]),.c(carry[1]),.sum(sout[3]),.carry(carry[2]));
    add add7 (.a(cbtw[3]),.b(0),.c(carry[2]),.sum(sout[4]),.carry(cout));
endmodule
</file>
<file path="flow/constraint.sdc">
current_design csa

set clk_period 5.0
set clk_io_pct 0.2

create_clock -name clk0 -period $clk_period

set non_clock_inputs [all_inputs -no_clocks]
set_input_delay [expr $clk_period * $clk_io_pct] -clock clk0 $non_clock_inputs
set_output_delay [expr $clk_period * $clk_io_pct] -clock clk0 [all_outputs]
</file>
<file path="flow/run.sh">
#!/bin/bash
# OpenROAD 26Q1-2900-gdf79404cd8, Yosys 0.63+post, stock flow scripts
make -C /OpenROAD-flow-scripts/flow DESIGN_CONFIG=/design/flow/config.mk WORK_HOME=/design/flow/orfs finish
</file>
<file path="flow/config.mk">
export PLATFORM = sky130hd
export DESIGN_NAME = csa
export DESIGN_NICKNAME = csa
export VERILOG_FILES = /design/flow/design.v
export SDC_FILE = /design/flow/constraint.sdc
export NUM_CORES = 4
export LEC_CHECK = 1
export CORE_AREA = 10 10 70 70
export DIE_AREA = 0 0 80 80
</file>
==> metrics.csv <==
metric;value;unit
combinational gate area;145;µm²
Worst Path Arrival;3550;ps
Synth top cell by count;inv_1;
status;completed;
antenna violations before repair;0;
post-synth top area cell;fa_1;
WL/cell;6.97;µm
vias per cell;2.24;
Clock buffer cells;0;
Slew Limit Fails;0;
final antenna-violating net count;0;
Worst Hold Class;input pin to output port;
via count;199;
area delta synth->final;80.6;%
# Cells Yosys;30;
slew of the pin with the lowest slew margin;148;ps
global-route wire length before repair;966;µm
Mapped Area;258;µm²
leakage power total;0.216;nW
Sum Neg Setup Slack;0;ps
Residual DRC;0;
critical path startpoint category;input pin;
crit path max-delay cell type;fa_1;
critical path class;input pin to output port;
Die Span X;80;µm
Chip Height;80;µm
CP top delay family;adder cells;
synthesized chip area reported by yosys;258;µm²
PD cells;131;mW/mm²
post-CTS setup buffer count;0;
YS warnings;2;
CP dominant cell by count;fa_1;
Worst Path Required;4000;ps
TritonRoute pass-1 iters;1;
drt total wl;620;µm
IO Pins;21;
fin crit share;0.911;
chip area;0.00640;mm²
final setup violation count;0;
Power, Total;0.0000611;W
row cnt;21;
vias in the first global route;220;
Final Util;0.136;
sequential area share after synthesis;0;
worst path bufs/invs;4;
RSZ-0062 raised after global routing;no;
register area;0;µm²
tool warnings;32;
layout cell share with drive strength beyond 1;0;
Port Buffers;21;
Post-Syn Area per Cell;8.59;µm²
floorplan core density;0.0755;
Max-cap violations;0;
CORE AREA;0.00342;mm²
Fmax;0.220;GHz
relative slew slack;0.901;
Post-CTS Hold Fix Bufs;0;
maximum VDD drop;41.9;µV
placed wire-length estimate;614;µm
First DRT Iteration DRCs;0;
Antenna Cells;0;
post_cts resized;0;
Setup crit end kind;output port;
Post-synth top cells;14 x inv_1, 8 x buf_4, 6 x fa_1;
worst-path cell chain;clkdlybuf4s50_1 -> fa_1 -> ha_1 -> fa_1 -> inv_1 -> fa_1 -> inv_1 -> clkdlybuf4s50_1;
top fanout value on the critical path;2;
Distinct lib cells used;4;
area share, top type;0.466;
dpl ws;407;ps
PnR worst setup slack;445;ps
GRT Residual Overflow;0;
RePlAce Congestion;0.841;
final hold viol count;0;
total global-route track usage;0.0184;
largest net degree at the start of global routing;3;
flip-flops;0;
Mapped Cells;30;
Post-synth area hogs;fa_1 47%, buf_4 23%, inv_1 20%, ha_1 9.7%;
Fillers;392;
Min Clock Period, post-route;4550;ps
Critical Path Max Stage Delay;520;ps
## cell usage in the layout (no fill, tap or decap)
cell type,synthesis,layout
ha_1,2,2
clkdlybuf4s50_1,0,21
fa_1,6,6
inv_1,14,14
## through the flow
stage	cells	hold WS, ps	cell area (µm²)
2_1_floorplan	30	2250	258
3_3_place_gp	89	3040	465
3_5_place_dp	89	3050	465
4_1_cts	89	3050	465
5_1_grt	89	3100	465
6_report	89	3040	465
## layout make-up
cell class	instances	share of cell area
inverters	14	0.113
multi-input cells	8	0.312
well taps	46	0.124
repair buffers	21	0.452
## report_power, final
| part | total [W] | switching, W | internal, W |
|---|---|---|---|
| Sequential | 0 | 0 | 0 |
| Combinational | 0.0000611 | 0.0000173 | 0.0000438 |
| Clock | 0 | 0 | 0 |
| Total | 0.0000611 | 0.0000173 | 0.0000438 |
## worst paths after layout
kind / start / endpoint / slack, ps / depth (start not counted)
setup / recovery: a[1] / sout[3] / 450 / 8
hold / removal: cin[0] / sout[0] / 3040 / 5
## cell families (layout without fill, tap and decap cells)
kind of cell	after synthesis	after routing	synth area share
adder cells (fa/ha/maj)	8	8	0.563
buffers and inverters	22	35	0.437
## per-layer routing
metal  vias to the layer above  GRT usage  wire [µm]
met4                         0          0          0
met2                        20     0.0233        161
li1                         96          -          -
met1                        83     0.0251        302
met5                         -          0          0
met3                         0     0.0148        157
Power and IR drop assume default switching activity.
