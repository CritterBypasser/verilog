**run.sh**
```bash
#!/bin/bash
# OpenROAD 26Q1-2900-gdf79404cd8, Yosys 0.63+post, stock flow scripts
make -C /OpenROAD-flow-scripts/flow DESIGN_CONFIG=/design/flow/config.mk WORK_HOME=/design/flow/orfs finish
```
**config.mk**
```make
export PLATFORM = sky130hd
export DESIGN_NAME = traffic
export DESIGN_NICKNAME = traffic
export VERILOG_FILES = /design/flow/design.v
export SDC_FILE = /design/flow/constraint.sdc
export NUM_CORES = 4
export LEC_CHECK = 1
export CORE_UTILIZATION = 30
```
**constraint.sdc**
```tcl
current_design traffic

set clk_period 5.6
set clk_io_pct 0.2

create_clock -name clk0 -period $clk_period [get_ports {clk}]

set non_clock_inputs [all_inputs -no_clocks]
set_input_delay [expr $clk_period * $clk_io_pct] -clock clk0 $non_clock_inputs
set_output_delay [expr $clk_period * $clk_io_pct] -clock clk0 [all_outputs]
```
**design.v**
```verilog
module traffic(
    input clk,           
    output reg R,
    output reg G,
    output reg B
);
reg [26:0] counter = 0;    
reg [1:0] state = 0;
always @(posedge clk) begin
    if(counter == 100_000_000 - 1) begin
        counter <= 0;
        state <= state + 1;
    end
    else begin
        counter <= counter + 1;
    end
end
always @(*) begin
    case(state)
        2'd0: {R,G,B} = 3'b100;  
        2'd1: {R,G,B} = 3'b110;  
        2'd2: {R,G,B} = 3'b010;  
        2'd3: {R,G,B} = 3'b111;  
        default: {R,G,B} = 3'b000;
    endcase
end
endmodule
```
==> results.sh <==
# source this file to load flow results
export IMPL_status="finished clean"
export IMPL_hold_buffers=0
export IMPL_yosys_area_top_type="dfxtp_1"
export IMPL_ys_types=29
export IMPL_cpLargestDelayFamily="buffers and inverters"
export IMPL_via_per_inst=5.153
export IMPL_hold_path_class="reg2reg"
export IMPL_h_tree_depth=2
export IMPL_finalWorstSetupSlack_ns=3.087
export IMPL_hold_start="counter[0]$_SDFF_PN0_"
export IMPL_rr_worst_depth=4
export IMPL_hold_ws_ns=0.4680
export IMPL_ys_seq_share_pct=46.07
export IMPL_path_cells="inv_1 > ha_1 > inv_1 > clkdlybuf4s50_1"
export IMPL_io_buffers=3
export IMPL_drc_errors=0
export IMPL_antenna_found_initial=0
export IMPL_cap_violations=0
export IMPL_num_rows=23
export IMPL_top_area_share_pct=41.46
export IMPL_cp_common_cell="inv_1"
export IMPL_enable_flop_cells=2
export IMPL_ir_drop_uv=166.4
export IMPL_grt_overflow=0
export IMPL_clk_transition_reported_paths_ns=0.06
export IMPL_worst_pin_slew_ns=0.7592
export IMPL_place_ws_ns=3.372
export IMPL_worstReg2RegEnd="state[0]$_DFFE_PN_"
export IMPL_ys_area_sq_um=1304
export IMPL_numSynthFlops=29
export IMPL_numCtsBuffers=5
export IMPL_initCoreUtil_pct=31.90
export IMPL_slew_headroom_pct=49.22
export IMPL_setup_viol=0
export IMPL_hold_path_depth=1
export IMPL_post_cts_resized=0
export IMPL_yosys_cells=138
export IMPL_start_kind="flip-flop"
export IMPL_crit_fanout=3
export IMPL_flop_area_sq_um=600.6
export IMPL_warning_count=27
export IMPL_synthToLayoutAreaGrowth_pct=14.01
export IMPL_syn_area_sq_um=1304
export IMPL_clock_latency_ns=0.27
export IMPL_pwr_density_cell_nw_per_um2=275.6
export IMPL_max_stage_delay_ns=0.45
export IMPL_chipArea_sq_um=4613
export IMPL_maxSlewViolCount=0
export IMPL_min_period_over_period_pct=44.88
export IMPL_clock_path_buffers=2
export IMPL_synthCells=138
export IMPL_drtIter0Drc=29
export IMPL_nFillCells=405
export IMPL_endpoint_kind="output pin"
export IMPL_crit_buf_inv=3
export IMPL_antenna_left=0
export IMPL_num_io_pins=4
export IMPL_stdcell_count=196
export IMPL_die_width_um=67.92
export IMPL_cts_sinks=29
export IMPL_p_leak_nw=0.6287
export IMPL_crit_required_ns=4.48
export IMPL_fin_tns_setup_ns=0
export IMPL_hold_path_end="counter[0]$_SDFF_PN0_"
export IMPL_yosysWarnings=1
export IMPL_syn_area_per_cell_sq_um=9.447
export IMPL_numPlacedInstances=188
export IMPL_critPathArrivalTime_ns=1.39
export IMPL_via_count=1010
export IMPL_root_buffer="clkbuf_8"
export IMPL_wl_per_cell_um=11.70
export IMPL_fmax_mhz=397.9
export IMPL_final_layout_size_suffix_gt1_share_pct=7.534
export IMPL_gp_congestion=0.7562
export IMPL_period_needed_ns=2.513
export IMPL_rsz0062_at_grt="no"
export IMPL_hpwl_um=1472
export IMPL_post_cts_buffers=0
export IMPL_flop_cell="dfxtp_1"
export IMPL_grt_pass1_wl_um=3946
export IMPL_die_y_um=67.92
export IMPL_finClkSkew_ns=0.004218
export IMPL_cp_slowest_cell="clkdlybuf4s50_1"
export IMPL_grt_pass1_vias=931
export IMPL_grt_usage_pct=11.47
export IMPL_core_sq_um=4086
export IMPL_n_antenna_cell=0
export IMPL_logic_area_sq_um=655.6
export IMPL_synthArstFlopShare_pct=0
export IMPL_synth_area_top_cells="dfxtp_1 41%, xor2_1 6.7%, edfxtp_1 4.6%"
export IMPL_grt_max_degree=19
export IMPL_r2r_start="counter[0]$_SDFF_PN0_"
export IMPL_reg2reg_setup_slack_ns=3.50
export IMPL_path_class="reg2out"
export IMPL_cts_tree="done"
export IMPL_finalHoldViolCount=0
export IMPL_routed_wl_um=2294
export IMPL_firstDrtPassIters=4
[metal layers]
metal	vias to the layer above	track usage, %	part of all wire [%]
li1	517	-	-
met1	467	16.57	50
met2	22	17.40	44
met3	4	3.378	4.4
met4	0	2.344	1.8
met5	-	0	0
[cell families after synthesis]
| family | after synthesis | synth area share (%) |
|---|---|---|
| and+or+nand+nor | 59 | 27.26 |
| AOI/OAI and AO/OA | 22 | 9.789 |
| buffers and inverters | 10 | 3.647 |
| xor gates and xnor gates | 14 | 9.404 |
| DFF | 29 | 46.07 |
| adders and majority gates | 4 | 3.839 |
[sequential cells by signal (all words and copies together), names as in the netlist]
register and count:
counter 27, state 2
[through the flow]
step	area, sq um	power [mW]	util [%]
finish	1486	0.4097	36.37
global route	1486	0.4244	36.37
CTS	1486	0.4160	36.37
detailed placement	1375	0.2128	33.65
global placement	1375	0.2128	33.65
floorplan	1304	0.2128	-
[power by group]
part	switching (mW)	internal, mW	total [mW]	leakage, nW
clock network	0.0746	0.127	0.201	0.0566
logic	0	0	0.000000331	0.331
registers	0	0.208	0.208	0.241
total	0.0746	0.335	0.410	0.629
[synth_stat cells (all sizes together) (2+ instances only)]
master	n
a21oi	10
and3	3
and4	5
buf	3
dfxtp	27
edfxtp	2
ha	4
inv	7
nand2	11
nand3	8
nand4	6
nor2	7
nor3	4
o21ai	5
o31ai	6
or3	4
or4	6
xnor2	4
xor2	10
[worst max-delay path by stage]
stage                 depth (start not counted)  slack [ns]                from  end
after CTS                                     4        3.07  state[0]$_DFFE_PN_    G
after global routing                          4        3.00  state[0]$_DFFE_PN_    R
final                                         4        3.09  state[0]$_DFFE_PN_    G
[layout by cell type, fill, tap and decap left out, types with 4 or more instances in the layout]
cell and instances:
dfxtp_1 27, nand2_1 11, xor2_1 10, a21oi_1 10, inv_1 7, nor2_1 7, nand3_1 7, nand4_1 6
o31ai_1 6, or4_1 6, clkbuf_8 6, o21ai_0 5, xnor2_1 4, or3_1 4, ha_1 4
[cell type report]
type	count	share of cell area, %
tap	50	4.209
clock buffer	8	7.492
multi-input combinational	99	44.11
inverter	7	1.768
sequential	29	40.40
timing repair buffer	3	2.020
Power and IR drop assume default switching activity.
